`flow/run.sh`:
```
#!/bin/bash
# OpenROAD 26Q1-2900-gdf79404cd8, Yosys 0.63+post, stock flow scripts
make -C /OpenROAD-flow-scripts/flow DESIGN_CONFIG=/design/flow/config.mk WORK_HOME=/design/flow/orfs finish
```
`flow/constraint.sdc`:
```
current_design node_async_validready

set clk_period 5.2
set clk_io_pct 0.2

create_clock -name clk0 -period $clk_period [get_ports {clk}]

set non_clock_inputs [all_inputs -no_clocks]
set_input_delay [expr $clk_period * $clk_io_pct] -clock clk0 $non_clock_inputs
set_output_delay [expr $clk_period * $clk_io_pct] -clock clk0 [all_outputs]
```
`flow/design.v`:
```
module node_async_validready #(
    parameter WIDTH=32
) (
    input                      clk, 
    input                      rst_n,
    input        [WIDTH-1 : 0] data_in,
    input                      up_valid_in,      
    output logic               up_ready_out,     
    output logic [WIDTH-1 : 0] data_out,
    output logic               dn_valid_out,     
    input                      dn_ready_in       
);
    wire up_fire, dn_fire;
    logic dn_ready_in_buf;
    logic up_valid_in_buf [1:0];
    logic [WIDTH-1 : 0] data_in_buf [1:0];
    assign up_fire = up_ready_out & up_valid_in;    
    assign dn_fire = dn_ready_in  & dn_valid_out;   
    assign up_ready_out = dn_ready_in_buf;   
    always_comb begin
        dn_valid_out = up_valid_in_buf[0];
        data_out     = data_in_buf[0];
        if (!up_ready_out) begin
            dn_valid_out = up_valid_in_buf[1];
            data_out     = data_in_buf[1];
        end
    end
    always_ff @(posedge clk or negedge rst_n) begin
        if (!rst_n) begin
            dn_ready_in_buf <= 0;
        end else begin 
            dn_ready_in_buf <= dn_ready_in;
        end
    end
    always_ff @(posedge clk or negedge rst_n) begin
        if (!rst_n) begin
            data_in_buf     <= {0,0};
            up_valid_in_buf <= {0,0};
        end else begin 
            if (up_ready_out) begin
                data_in_buf     <= {data_in_buf[0], data_in};
                up_valid_in_buf <= {up_valid_in_buf[0], up_valid_in};
            end 
        end
    end
endmodule
```
`flow/config.mk`:
```
export PLATFORM = sky130hd
export DESIGN_NAME = node_async_validready
export DESIGN_NICKNAME = node_async_validready
export VERILOG_FILES = /design/flow/design.v
export SDC_FILE = /design/flow/constraint.sdc
export NUM_CORES = 4
export LEC_CHECK = 1
export CORE_UTILIZATION = 30
export SYNTH_HDL_FRONTEND = slang
```
==> flow_summary.json <==
{
  "dp_hpwl_um": 2980,
  "cp-end-kind": "output port",
  "cp-endpoint": "data_out[18]",
  "ys_chip_area_sq_um": 2640,
  "hold_depth": 1,
  "fmax_mhz": 283,
  "via_count": 1362,
  "initCoreUtil_pct": 31.6,
  "htree_levels": 3,
  "stdcell_area_sq_um": 3590,
  "clkSinkCount": 67,
  "placed_area_sq_um": 3410,
  "ys_seq_share_pct": 63.6,
  "post-synth-top-area-cell": "dfrtp_1",
  "top_cell_area_share_pct": 63.6,
  "wl_per_cell_um": 13.9,
  "grt_pass1_vias": 1403,
  "grt_max_degree": 45,
  "peakVddDrop_v": 0.000200,
  "cts_made_buffers": 9,
  "cts_root_buffer": "clkbuf_8",
  "rows": 33,
  "fin_crit_sh_pct": 67.9,
  "topCellsByArea": "dfrtp_1 (64%), mux2_4 (23%), mux2_2 (11%)",
  "synth-main-ff-cell": "dfrtp_1",
  "rrSetupSlack_ns": 3.32,
  "fin_skew_ns": 0.00978,
  "via_per_inst": 4.20,
  "hp-class": "reg -> reg",
  "worst_slew_pin_slew_ns": 0.671,
  "maxCapViolations": 0,
  "report.final.slew_viol_count": 0,
  "hp-start": "data_in_buf[32]",
  "edf_count": 0,
  "drive_gt1_share_pct": 38.4,
  "startpoint": "up_ready_out",
  "cts_hold_buffers": 0,
  "antenna_found_initial": 0,
  "io_pins": 70,
  "setup_violations": 0,
  "synth.distinct_cells": 5,
  "cp_max_fo": 44,
  "antenna_cells": 0,
  "rsz0062_at_grt": "false",
  "syn_to_final_growth_pct": 36.2,
  "port_buffers": 69,
  "r2r-end": "data_in_buf[8]",
  "ys_ff": 67,
  "leakagePower_nw": 1.59,
  "cts_tree": "done",
  "path_depth": 3,
  "synthTopCellsByCount": "dfrtp_1 (67), mux2_4 (40), mux2_2 (26)",
  "worstPathArrival_ns": 2.49,
  "grt.overflow.total": 0,
  "ant_nets": 0,
  "fin_setup_tns_ns": 0,
  "cpLargestDelayFamily": "buffers and inverters",
  "status": "finished, final reports clean",
  "r2r_start": "up_ready_out",
  "stdcell_count": 324,
  "cts_setup_buffers": 0,
  "clockBufferDepth": 2,
  "hold_viol_final": 0,
  "hold_slack_ns": 0.493,
  "firstDrtPassIters": 4,
  "cp.buffers_inverters": 2,
  "cts_resized": 0,
  "clk_pin_slew_ns": 0.07,
  "placed_cells": 309,
  "post-route-util_pct": 43.0,
  "grt_pass1_wl_um": 7310,
  "die_width_um": 95.7,
  "netlist_instances": 140,
  "ys_cells": 140,
  "gp_congestion": 0.711,
  "syn_area_sq_um": 2640,
  "chipArea_sq_um": 9170,
  "crit_path_top_delay_cell": "dfrtp_4",
  "total_power_mw": 1.23,
  "async_flop_share_pct": 100,
  "finalWirelength_um": 4500,
  "finalCriticalPeriod_ns": 3.53,
  "yosys_warnings": 0,
  "cp-start-kind": "register",
  "powerDensity_nw_per_um2": 344,
  "core_area_sq_um": 8340,
  "drt_iter0_markers": 56,
  "slowest_delay_ns": 0.88,
  "syn_area_per_cell_sq_um": 18.8,
  "setup_ws_ns": 1.67,
  "slew_headroom_pct": 55.3,
  "openroad.warnings": 25,
  "pre_cts_ws_ns": 2.00,
  "required_ns": 4.16,
  "reg2regPathDepth": 2,
  "drc": 0,
  "die_h_um": 95.7,
  "synth.most_common_cell": "dfrtp_1",
  "insertion_delay_ns": 0.33,
  "crit_chain": "buf_4 -> mux2_4 -> clkdlybuf4s50_1",
  "grt_usage_pct": 10.7,
  "crit_type": "reg -> out"
}
-- cell usage in the layout (no fill, tap or decap), types with 2 or more instances in the layout --
cell,n
buf_4,2
clkinv_2,2
clkbuf_8,9
clkdlybuf4s50_1,68
dfrtp_1,66
mux2_4,40
mux2_2,26
-- report_power, final --
group          total [mW]  switching [mW]  internal (mW)
clock               0.403           0.185          0.218
sequential          0.614          0.0289          0.585
combinational       0.217          0.0515          0.165
total                1.23           0.266          0.968
-- sequential cells by signal, summed over array words and instances, names as in the netlist --
register         flops
up_valid_in_buf      2
data_in_buf         64
up_ready_out         1
-- final cells by class --
cell class / count / area [sq um]
Clock buffer: 10 / 128
Clock inverter: 5 / 56.3
Fill cell: 755 / 4750
Multi-Input combinational cell: 66 / 893
Sequential cell: 67 / 1680
Tap cell: 105 / 131
Timing Repair Buffer: 71 / 701
-- routing by layer --
metal  share of wire [%]  routed length (um)  vias up  global-route usage [%]
met5                   0                   0        -                       0
met4                 2.5                 112        0                    1.99
met3                 7.0                 314       11                    3.13
met2                  41                1840       53                    14.0
met1                  50                2230      665                    18.0
li1                    -                   -      633                       -
-- worst min-delay path by stage --
| stage | endpoint | slack [ns] |
|---|---|---|
| 6_report | data_in_buf[32] | 0.49 |
| 5_1_grt | data_in_buf[51] | 0.50 |
| 4_1_cts | data_in_buf[45] | 0.50 |
-- logic make-up after synthesis --
family / synth area share (%)
multiplexers: 33.9
buffers and inverters: 2.52
flip-flops: 63.6
