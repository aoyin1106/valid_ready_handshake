==> flow/design.v <==
module node_async_ready #(
    parameter WIDTH=32
) (
    input                 clk, 
    input                 rst_n,
    input   [WIDTH-1 : 0] data_in,
    input                 up_valid_in,      
    output                up_ready_out,     
    output logic [WIDTH-1 : 0] data_out,
    output logic               dn_valid_out,     
    input                 dn_ready_in       
);
    wire up_fire, dn_fire;
    logic dn_ready_in_buf, up_valid_in_buf;
    logic [WIDTH-1 : 0] data_in_buf;
    assign up_fire = up_ready_out & up_valid_in;   
    assign dn_fire = dn_ready_in  & dn_valid_out;  
    assign up_ready_out = dn_ready_in_buf;       
    always_comb begin
        dn_valid_out = up_valid_in;
        data_out     = data_in;
        if (!up_ready_out) begin 
            dn_valid_out = up_valid_in_buf;
            data_out     = data_in_buf;
        end 
    end
    always_ff @(posedge clk or negedge rst_n) begin
        if (!rst_n) begin
            dn_ready_in_buf <= 0;
        end else begin 
            dn_ready_in_buf <= dn_ready_in;
        end
    end
    always_ff @(posedge clk or negedge rst_n) begin
        if (!rst_n) begin
            up_valid_in_buf  <= 0;
            data_in_buf      <= 0;
        end else begin
            if (up_ready_out) begin
                up_valid_in_buf <= up_valid_in;
                data_in_buf     <= data_in;
            end
        end
    end
endmodule
==> flow/run.sh <==
#!/bin/bash
# OpenROAD 26Q1-2900-gdf79404cd8, Yosys 0.63+post, stock flow scripts
make -C /OpenROAD-flow-scripts/flow DESIGN_CONFIG=/design/flow/config.mk WORK_HOME=/design/flow/orfs finish
==> flow/config.mk <==
export PLATFORM = sky130hd
export DESIGN_NAME = node_async_ready
export DESIGN_NICKNAME = node_async_ready
export VERILOG_FILES = /design/flow/design.v
export SDC_FILE = /design/flow/constraint.sdc
export NUM_CORES = 4
export LEC_CHECK = 1
export CORE_UTILIZATION = 30
export SYNTH_HDL_FRONTEND = slang
==> flow/constraint.sdc <==
current_design node_async_ready

set clk_period 2.1
set clk_io_pct 0.2

create_clock -name clk0 -period $clk_period [get_ports {clk}]

set non_clock_inputs [all_inputs -no_clocks]
set_input_delay [expr $clk_period * $clk_io_pct] -clock clk0 $non_clock_inputs
set_output_delay [expr $clk_period * $clk_io_pct] -clock clk0 [all_outputs]
==> run notes <==
Status of the implementation.

- The combinational share of power is 0.214, for reference.
- Counting endpoints that fail hold in the final report gives 0.
- Detailed placement ended at an HPWL of ~1900 microns.
- The critical path is of the reg -> out type.
- Dividing the detail-routed wire length by the instance count gives between 10 and 15 microns.
- The clock period minus worst slack is approximately 2000 ps, for reference.
- For reference, the final report shows the max-slew violation count at 0.
- Listed in order, past its start point the critical path passes buf_12, mux2_4, clkdlybuf4s50_1.
- The first routing iteration left 31 violations.
- The share of the core filled by cells before placement is 0.3164, for reference.
- The buffer and inverter count on the worst path is 2, for reference.
- The initial antenna violation count came to 0.
- The arrival time reported for the critical path endpoint is approximately 1600 ps, for reference.
- The number of clock buffers inserted by TritonCTS is 5, for reference.
- The power per unit of standard cell area is just under 700 nW/um^2, for reference.
- The share of synthesized area in the top cell type comes to 0.6050.
- The synthesized flop and latch total is 34, for reference.
- The TritonCTS clock tree is done, for reference.
- Sorting the Yosys area breakdown by cell type puts at the top dfrtp_1.
- The final layout contains routed wiring with a total length of ~2800 microns.
- Per the Yosys statistics, synthesis produced between 70 and 80 cells.
- The final period utilization is 0.9787, for reference.
- The switching power of the nets is 0.3271 mW, for reference.
- After synthesis, the cell types taking the most area are dfrtp_1, mux2_4, buf_12, mux2_2, buf_6.
- The highest-delay cell along the critical path is dfrtp_2, for reference.
- The worst slew margin relative to its limit is 0.7214, for reference.
- The final layout report lists a filler cell count of about 360.
- STA classifies the critical path endpoint as a primary output.
- Per the run report, area growth between synthesis and finish was 63.43%.
- The path category of the worst min-delay check is reg -> reg, for reference.
- The wire length of the first global-routing pass is 4333 microns, for reference.
- The final report lists the setup-violating endpoint count as 0.
- The global-route usage over all layers is 0.1161, for reference.
- Broken down by cell family, the worst path's largest delay share belongs to buffers and inverters.
- The cell total after placement is between 150 and 200, for reference.
- The buffers inserted during post-CTS setup optimization is 0, for reference.
- The TritonCTS sink count is 34, for reference.
- The final weighted congestion recorded by global placement is approximately 0.73.
- The final timing report lists clock skew as approximately 2.3 ps.
- On the worst path, the slowest cell contributes a delay of 450 ps.
- The number of synthesis warnings is 0, for reference.
- STA classifies the critical path startpoint as a flop.
- The first TritonRoute pass finished after 21 iterations.
- The post-synthesis instance total is 71, for reference.
- Looking at the clock tree report, the H-tree level count equals 2.
- The cell internal power dissipation is roughly 1.2 mW, for reference.
- The run reported a max-capacitance violation count of 0.
- The transition time recorded at the tightest slew-check pin is approximately 420 ps.
- For this run, the number of standard cells in the final layout without fillers is about 200.
- The via count of the first global-routing pass is about 870, for reference.
- For this design the static power due to leakage is 1.139 nW.
- The number of primary I/O pins is 70, for reference.
- At the later pin of the worst-skew pair, clock insertion delay measures 270 ps.
- The die is ~70 microns tall.
- The via count of the routed design is roughly 860, for reference.
- The largest net degree at the start of global routing is 35, for reference.
- After routing the design area is 2298 sq um.
- Setup repair after global routing could not meet its margin everywhere.
- The data required time at the worst endpoint is ~1700 ps, for reference.
- After synthesis, the chip area reported by Yosys is approximately 1400 sq um.
- The vias per cell is ~4.3, for reference.
- After clock tree synthesis, the flow added hold-fix buffers numbering 0.
- The overall die area is a little under 5000 sq um, for reference.
- The layout cell share with drive strength beyond 1 is 0.3108, for reference.
- The stage-log warning count is 27, for reference.
- The floorplan row count is 24, for reference.
- Summed over all layers, the global routing overflow is 0.
- The core region is 4444 sq um.
- The power report attributes to the clock group a share of 0.314.
- The instance area after placement is 2127 sq um, for reference.
- The share of power burned in registers is 0.471, for reference.
- The clock input transition at the sequential cells of the worst setup and hold paths is approximately 70 ps, for reference.
- Per the timing report, the achievable frequency comes out to 486.6 MHz.
- The largest buffer count on any clock path is 2, for reference.
- The flow ran to the end, and the final reports show no timing, DRC or antenna violations.
- Across the VDD grid, the largest voltage drop is roughly 330 uV.
- Per the post-route antenna check, the number of violating nets is 0.
- The clock root buffer master is clkbuf_8, for reference.
- The maximum fanout along the worst path is 12, for reference.
- The share of the Yosys chip area taken by registers is 0.6050.
- The remaining routing DRC violations is 0, for reference.
- The tally of buffers added on design ports is slightly below 70, for reference.
- Per the OpenROAD floorplan log, the width of the die is 70.47 microns.
- The synthesized netlist contains 5 unique library cells.
- The synthesized area per cell is just under 20 sq um, for reference.
- Of the total power, the share spent switching nets is 0.2091.
- Antenna repair during routing inserted a diode count of 0.
- In this run the cell area of the synthesized design comes to roughly 1400 sq um.
[cell usage in the layout (no fill, tap or decap)]
cell	instances
clkdlybuf4s50_1	56
mux2_4	33
dfrtp_1	33
dlymetal6s2s_1	13
clkbuf_8	6
clkinv_2	1
clkinvlp_4	1
clkbuf_16	1
buf_12	1
buf_8	1
buf_4	1
dfrtp_2	1
[final cells by class]
| type | count | area [sq um] | area share |
|---|---|---|---|
| Clock inverter | 2 | 12.51 | 0.005444 |
| Timing Repair Buffer | 73 | 790.8 | 0.3440 |
| Multi-Input combinational cell | 33 | 495.5 | 0.2156 |
| Sequential cell | 34 | 852.1 | 0.3707 |
| Tap cell | 52 | 65.06 | 0.02831 |
| Clock buffer | 6 | 82.58 | 0.03593 |
[metal layers]
metal / routed length, microns / share of wire / vias to the layer above / track usage
li1: - / - / 400 / -
met1: 1290 / 0.46 / 412 / 0.1758
met2: 1266 / 0.45 / 41 / 0.1769
met3: 243 / 0.086 / 2 / 0.03066
met4: 27 / 0.0096 / 0 / 0.01814
met5: 0 / 0 / - / 0
[what timing repair did]
action                                  in CTS  in global routing
gates cloned                                 0                  1
resized                                      1                 17
endpoints found under the setup margin       1                 17
[synth_stat cells]
cell type   n
dfrtp_1    34
mux2_4     30
buf_12      3
mux2_2      3
buf_6       1
[flip-flops by register name, indices dropped and copies added, names as in the netlist]
| name | count |
|---|---|
| up_ready_out | 1 |
| data_in_buf | 32 |
| up_valid_in_buf | 1 |
[logic make-up after synthesis]
family | share of synthesized area
muxes | 0.3443
DFF | 0.6050
buffers and inverters | 0.05071
[power by group through the flow]
stage / clock network, mW / registers (mW) / logic [mW]
final: 0.492 / 0.737 / 0.335
after CTS: 0.516 / 0.737 / 0.342
after global routing: 0.554 / 0.743 / 0.362
[path summary, 6_finish.rpt]
| check | from | end | slack [ps] | cells past startpoint |
|---|---|---|---|---|
| worst min register to register | data_in_buf[28] | data_in_buf[28] | 490 | 1 |
| worst min-delay path | data_in_buf[28] | data_in_buf[28] | 490 | 1 |
| worst max-delay path | up_ready_out | data_out[29] | 40 | 3 |
| worst max register to register | up_ready_out | data_in_buf[25] | 1020 | 2 |
| min in group asynchronous | rst_n | data_in_buf[16] | 550 | 2 |
| max in group asynchronous | rst_n | up_ready_out | 1230 | 2 |
[stage by stage]
step                worst slack (ps)  hold slack (ps)  TNS (ps)  total power [mW]    util
floorplan                      768.2            124.4         0            0.8720       -
finish                         44.78            490.6         0             1.564  0.5172
global route                  -5.407            503.4    -19.09             1.659  0.5172
global placement               135.5            475.6         0             1.083  0.4786
CTS                           -1.776            495.8    -1.776             1.595  0.5008
detailed placement             143.9            478.0         0             1.086  0.4786
No activity file was given, so power comes from the tool's default toggle rates.
