==> flow/design.v <==
module node_async_valid #(
    parameter WIDTH=32
) (
    input                      clk, 
    input                      rst_n,
    input        [WIDTH-1 : 0] data_in,
    input                      up_valid_in,      
    output                     up_ready_out,     
    output logic [WIDTH-1 : 0] data_out,
    output                     dn_valid_out,     
    input                      dn_ready_in       
);
    wire up_fire, dn_fire;
    logic up_valid_in_buf;
    assign up_fire = up_ready_out & up_valid_in;    
    assign dn_fire = dn_ready_in  & dn_valid_out;   
    assign up_ready_out = dn_ready_in | (~dn_valid_out);
    assign dn_valid_out = up_valid_in_buf;
    always_ff @(posedge clk or negedge rst_n) begin
        if (!rst_n) begin
            data_out         <= 0;
            up_valid_in_buf  <= 0;
        end else begin
            if (up_ready_out) begin
                data_out         <= data_in;
                up_valid_in_buf  <= up_valid_in;
            end
        end
    end
endmodule
==> flow/run.sh <==
#!/bin/bash
# OpenROAD 26Q1-2900-gdf79404cd8, Yosys 0.63+post, stock flow scripts
make -C /OpenROAD-flow-scripts/flow DESIGN_CONFIG=/design/flow/config.mk WORK_HOME=/design/flow/orfs finish
==> flow/config.mk <==
export PLATFORM = sky130hd
export DESIGN_NAME = node_async_valid
export DESIGN_NICKNAME = node_async_valid
export VERILOG_FILES = /design/flow/design.v
export SDC_FILE = /design/flow/constraint.sdc
export NUM_CORES = 4
export LEC_CHECK = 1
export CORE_AREA = 10 10 95 95
export DIE_AREA = 0 0 105 105
export SYNTH_HDL_FRONTEND = slang
==> flow/constraint.sdc <==
current_design node_async_valid

set clk_period 2.0
set clk_io_pct 0.2

create_clock -name clk0 -period $clk_period [get_ports {clk}]

set non_clock_inputs [all_inputs -no_clocks]
set_input_delay [expr $clk_period * $clk_io_pct] -clock clk0 $non_clock_inputs
set_output_delay [expr $clk_period * $clk_io_pct] -clock clk0 [all_outputs]
==> metrics.cfg <==
[setup_path]
critPathMostFrequentCell=clkdlybuf4s50_1
r2r_start=dn_valid_out
crit_end=up_ready_out
cp_cell_sequence=clkdlybuf4s50_1, nand2b_4, clkdlybuf4s50_1
r2r-end=data_out[30]
path_class=in2out
path_max_fanout=3
reg2regPathDepth=3
critPathArrivalTime_ns=1.44
crit_family=buffers and inverters
cp-startpoint=dn_ready_in
worstPathBufferInverterCount=2
critPathSlowestCell=clkdlybuf4s50_1
crit_path_end_kind=output pin
critPathRequiredTime_ns=1.60
startpoint_type=input port
cp_slowest_stage_delay_ns=0.47
rrSetupSlack_ns=0.71
cp_num_cells=3

[sta]
rsz0062_at_grt=no
clock_skew_ns=0.00545
holdWs_ns=0.194
finalCritPeriodShare_pct=91.9
worst_slack_ns=0.161
final.min_clock_period_ns=1.84
drv_slew=0
max_slew.worst_pin.slew_ns=0.760
finalHoldViolCount=0
max_freq_ghz=0.544
setup-tns-final_ns=0
slew_headroom_pct=49.3
setup_viol=0

[global_route]
grt.overflow.total=0
grt_pass1_vias=983
track_usage_pct=6.20
grt_pass1_wl_um=5580
antenna_found_initial=0
grt_max_degree=34

[synthesis]
synth-seq-area-share_pct=59.7
ys_cells=71
yosys_area_um2=1380
edf_count=0
avgSynthCellArea_um2=19.5
area_leaders=dfrtp_1, mux2_4, buf_12
ys_warn_count=0
synthFlopType=dfrtp_1
ys_async_sr_fraction_pct=100
synth-seq-cells=33
top_cells_by_count=dfrtp_1, mux2_4, mux2_2
mappedNetlistArea_um2=1380
yosysMostFrequentCell=dfrtp_1
yosysTopAreaCell=dfrtp_1
syn_inst=71
synth.distinct_cells=7
synth_top_area_share_pct=59.7

[layout]
area_delta_synth_final_pct=60.0
utilization_pct=32.0
seqCellArea_um2=826
fin_area_um2=2210
stdcell_count=242
logic_area_um2=485
fillers=704
final_layout_size_suffix_gt1_share_pct=28.1

[die]
die-height_um=105
die_w_um=105
ios=70
fp_util_pct=20.0
core-area_um2=6910
chip_area_um2=11000
rows=30

[clock_network]
cts_root_buffer=clkbuf_8
cts_max_level=2
cts.repair.resized=0
cts_num_sinks=33
clkTransAtPathRegs_ns=0.07
clkLatencyLatePin_ns=0.28
numCtsBuffers=5
cts_buffer_depth=2
cts_tree=yes
cts_setup_buffers=0
holdBufCountCts=0

[drt]
wirelength_um=3370
drcViolationCount=0
vias=849
ant_nets=0
vias_per_cell=3.51
wl_per_cell_um=13.9
diodes=0
drt_iter0_drc=23
drt-pass1-iter-count=3

[power_and_ir_drop]
p_seq_share_pct=48.4
leakagePower_nw=0.974
ir_drop_uv=197
power_density_nw_per_um2=717
total_power_mw=1.59
switching_power_mw=0.339
p_int_mw=1.25
p_comb_share_pct=21.6
p_clk_share_pct=30.0
p_sw_share_pct=21.4

[placed_design]
place_ws_ns=0.156
io_buffers=69
placed_cells=234
place.gp.congestion=0.670
postPlaceCellArea_um2=2130
dp_hpwl_um=2460

[flow_run]
tool_warnings=25
cap_viol_max_count=0

[hold_path]
hold_path.class=in2async

[status]
status=finished, final reports clean

-- flip-flops by register name, indices dropped and copies added (netlist names) --
register and cells:
data_out 32, dn_valid_out 1
-- cell families (layout without fill, tap and decap cells) --
group,after synthesis,after routing,synth area share (%)
mux,32,32,33.7
buf+inv,4,79,5.16
flops,33,33,59.7
simple gates,2,2,1.45
-- area by class of cell --
| class | count | share of cell area [%] |
|---|---|---|
| sequential | 33 | 37.3 |
| timing repair buffer | 71 | 31.7 |
| multi-input combinational | 34 | 21.9 |
| tap | 96 | 5.43 |
| clock buffer | 8 | 3.62 |
-- worst min-delay path by stage --
stage	endpoint	slack [ns]	cells past startpoint
4_1_cts	data_out[11]	0.21	1
5_1_grt	data_out[12]	0.25	1
6_report	data_out[11]	0.19	1
-- cells in the final DEF, fill, tap and decap left out --
master	n
nand2b_4	1
dfrtp_1	33
buf_4	2
mux2_4	28
clkbuf_1	3
mux2_2	4
clkbuf_8	5
clkdlybuf4s50_1	68
nand2b_1	1
buf_2	1
-- layer usage --
layer	global-route usage (%)	vias to the layer above	share of wire, %
li1	-	391	-
met1	8.55	414	47
met2	8.72	44	44
met3	3.23	0	9.0
met4	0.784	0	0
met5	0	-	0
-- worst register-to-register path, cell delays in order (launching register included) --
cell	delay, ns
dfrtp_1	0.41
nand2b_4	0.09
buf_4	0.30
mux2_2	0.38
-- power groups by stage --
stage / Sequential [mW] / Clock, mW / Combinational (mW)
CTS: 0.769 / 0.516 / 0.352
global route: 0.778 / 0.537 / 0.371
finish: 0.768 / 0.476 / 0.342
Power is estimated from default activity; no workload was simulated.
